==> /design/flow/config.mk <==
export PLATFORM = sky130hd
export DESIGN_NAME = detector
export DESIGN_NICKNAME = detector
export VERILOG_FILES = /design/flow/design.v
export SDC_FILE = /design/flow/constraint.sdc
export NUM_CORES = 4
export LEC_CHECK = 1
export CORE_AREA = 10 10 70 70
export DIE_AREA = 0 0 80 80
==> /design/flow/constraint.sdc <==
current_design detector

set clk_period 1.4
set clk_io_pct 0.2

create_clock -name clk0 -period $clk_period [get_ports {clk}]

set non_clock_inputs [all_inputs -no_clocks]
set_input_delay [expr $clk_period * $clk_io_pct] -clock clk0 $non_clock_inputs
set_output_delay [expr $clk_period * $clk_io_pct] -clock clk0 [all_outputs]
==> /design/flow/design.v <==
module detector ( input clk,
                  input rstn,
                  input in,
                  output out );
  parameter IDLE   = 0,
            S1     = 1,
            S10    = 2,
            S101   = 3,
            S1011  = 4;
  reg [2:0] cur_state, next_state;
  assign out = cur_state == S1011 ? 1 : 0;
  always @(posedge clk) begin
    if (!rstn)
      cur_state <= IDLE;
    else
      cur_state <= next_state;
  end
  always @ (cur_state or in) begin
    case (cur_state)
      IDLE : begin
        if (in) next_state = S1;
        else    next_state = IDLE;
      end
      S1 : begin
        if (!in) next_state = S10;
        else     next_state = S1;
      end
      S10 : begin
        if (in) next_state = S101;
        else    next_state = IDLE;
      end
      S101 : begin
        if (in) next_state = S1011;
        else    next_state = S10;
      end
      S1011 : begin
        if (in) next_state = S1;
        else    next_state = S10;
      end
    endcase
  end
endmodule
==> /design/flow/run.sh <==
#!/bin/bash
# OpenROAD 26Q1-2900-gdf79404cd8, Yosys 0.63+post, stock flow scripts
make -C /OpenROAD-flow-scripts/flow DESIGN_CONFIG=/design/flow/config.mk WORK_HOME=/design/flow/orfs finish
==> impl_metrics.csv <==
group,metric,value,unit
outcome,status,"complete, no violations",
worst_setup_path,setup.worst_path.start,"cur_state[1]$_SDFF_PN0_",
detailed_routing,drt.antenna.violating_nets,0,
clock_network,cts_tree,"done",
detailed_routing,avgRoutedWirePerCell,6.21,um
place,portBuffers,3,
worst_setup_path,timing.critical_path.to_type,"output pin",
detailed_routing,vias,158,
logic_synthesis,synth.yosys.num_cells,18,
run,maxCapViolations,0,
worst_setup_path,cp_data_required_time,1120,ps
floorplan,floorplan.initialDensity,0.0557,
logic_synthesis,synth.yosys.chip_area,190,um2
clock_network,holdBufCountCts,0,
worst_setup_path,endpoint,"out",
detailed_routing,drc,0,
sta,setup_total_negative_slack,0,ps
sta,finalCriticalPeriod,1210,ps
sta,worst_slew_margin_rel,0.827,
clock_network,cts.repair_timing.setup_buffer_count,0,
final_layout,logic_area,90.1,um2
grt,first_global_vias,144,
grt,antenna_violations_before_repair,0,
detailed_routing,insertedDiodeCount,0,
logic_synthesis,numSynthFlops,6,
floorplan,fp.dieW,80,um
place,place_congestion,0.629,
final_layout,final_layout_size_suffix_gt1_frac,0.269,
floorplan,fp.coreArea,0.00342,mm2
grt,grt_util_all_layers,0.0135,
detailed_routing,detail_route.first_pass.iterations,1,
sta,tightestPinTransition,256,ps
grt,wire_length_of_the_first_global_routing_pass,662,um
detailed_routing,drt_wl_total,447,um
run,warnings,25,
sta,final_max_slew_violation_tally,0,
final_layout,layout.area.seq,108,um2
pwr,power_leakage,0.000116,uW
detailed_routing,routed_via_density,2.19,
sta,finalHoldViolCount,0,
hold_path,worst_hold_path_type,"input port to flop",
final_layout,areaGrowthSynthToFinish,67.1,%
grt,largest_net_degree_at_the_start_of_global_routing,7,
clock_network,cts_inserted_buffers,3,
worst_setup_path,critical_path_peak_fanout,5,
sta,setup-violations-final,0,
worst_setup_path,critical_path.startpoint_type,"flop",
floorplan,std_cell_rows,21,
sta,final_min_period_over_clock_period,0.867,
sta,max_freq,824,MHz
floorplan,die.size.y,80,um
clock_network,cts_resized,4,
floorplan,dieArea,0.00640,mm2
logic_synthesis,synth.avg_cell_area,10.6,um2
logic_synthesis,synthesis.instances,18,
floorplan,i_o_pins,4,
place,dp.final_hpwl,323,um
clock_network,clock-root-buffer,"sky130_fd_sc_hd__clkbuf_4",
clock_network,worst_setup_hold_path_clk_slew,40,ps
logic_synthesis,synth.distinct_cells,9,
grt,grt-ovfl-total,0,
logic_synthesis,synthesis.yosys.warnings,1,
final_layout,final_layout_top_logic_cells,"3 x sky130_fd_sc_hd__and2_1, 3 x sky130_fd_sc_hd__clkbuf_4, 3 x sky130_fd_sc_hd__dlxtn_1",
worst_setup_path,worst-setup-path-type,"flop to output pin",
pwr,worst_ir_drop_vdd,0.120,mV
sta,final_critical_path_setup_slack,186,ps
sta,unconstrained_endpoints,3,
place,pre_cts_ws,101,ps
pwr,cellPowerDensity,797,mW/mm2
final_layout,fillCellCount,404,
worst_setup_path,arrival,930,ps
clock_network,clock_path_buffers,2,
sta,unclocked_regs,3,
clock_network,ctsHtreeMaxLevel,1,
logic_synthesis,area_of_the_mapped_netlist,190,um2
sta,rsz0062_at_grt,"false",
detailed_routing,initial_drc_count,0,
[final cells by class]
cell class                      instances  area share
Clock buffer                            4      0.0827
Sequential cell                         6       0.339
Tap cell                               46       0.181
Timing Repair Buffer                    4       0.114
Multi-Input combinational cell         12       0.283
[worst max-delay path, stage by stage, from the launching register on]
cell	delay (ps)
sky130_fd_sc_hd__dfxtp_2	330
sky130_fd_sc_hd__nor3b_2	160
sky130_fd_sc_hd__dlygate4sd2_1	210
[metal layers]
layer,vias up,GRT usage,part of all wire
met5,-,0,0
met4,0,0.0176,0.076
met3,2,0.00227,0.0022
met2,2,0.0233,0.59
met1,73,0.0114,0.33
li1,81,-,-
[state kept, by name, summed over array words and instances (netlist names)]
name	flops
next_state	3
cur_state	3
[logic make-up after synthesis]
family	share of synthesized area
AOI/OAI and AO/OA	0.0789
DFF	0.316
and+or+nand+nor	0.368
latches	0.237
[power breakdown]
part / leakage (uW) / total [uW] / internal (uW) / switching [uW]
sequential: 0.0000487 / 89.3 / 87.8 / 1.56
clock: 0.0000150 / 152 / 107 / 45.4
combinational: 0.0000522 / 11.7 / 8.10 / 3.55
total: 0.000116 / 253 / 203 / 50.5
[how the worst min path moves through the flow]
stage     start                 endpoint  slack, ps  cells after the start
6_report   rstn  cur_state[0]$_SDFF_PN0_        670                      2
4_1_cts    rstn  cur_state[0]$_SDFF_PN0_        660                      2
5_1_grt    rstn  cur_state[0]$_SDFF_PN0_        710                      2
[cell usage after synthesis (all sizes together)]
cell type / number / share of area
dlxtn: 3 / 0.24
o21a: 2 / 0.079
nor3b: 3 / 0.12
nor4bb: 1 / 0.053
and2: 3 / 0.099
dfxtp: 3 / 0.32
nor4b: 1 / 0.046
or3: 1 / 0.033
nand2: 1 / 0.020
[metrics by stage]
| stage | cells | hold slack, ps | power [uW] | util | area (um2) |
|---|---|---|---|---|---|
| after global routing | 72 | 710 | 263 | 0.0930 | 318 |
| final | 72 | 666 | 253 | 0.0930 | 318 |
| after detailed placement | 68 | 908 | 102 | 0.0835 | 285 |
| after CTS | 72 | 661 | 263 | 0.0930 | 318 |
| after global placement | 68 | 896 | 101 | 0.0835 | 285 |
| after floorplan | 18 | 402 | 93.8 | - | 190 |
Power figures rest on the tool's default switching activity, not on a simulated workload.
