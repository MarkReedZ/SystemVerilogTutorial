--- design/flow/config.mk ---
export PLATFORM = sky130hd
export DESIGN_NAME = TL
export DESIGN_NICKNAME = TL
export VERILOG_FILES = /design/flow/design.v
export SDC_FILE = /design/flow/constraint.sdc
export NUM_CORES = 4
export LEC_CHECK = 1
export CORE_UTILIZATION = 30
--- design/flow/constraint.sdc ---
current_design TL

set clk_period 1.1
set clk_io_pct 0.2

create_clock -name clk0 -period $clk_period [get_ports {clk}]
create_clock -name clk1 -period $clk_period [get_ports {rstn}]

set non_clock_inputs [all_inputs -no_clocks]
set_input_delay [expr $clk_period * $clk_io_pct] -clock clk0 $non_clock_inputs
set_output_delay [expr $clk_period * $clk_io_pct] -clock clk0 [all_outputs]
--- design/flow/design.v ---
module TL(input clk,rstn,
          input [1:0]  dl_tl_cmd,
          input [63:0] dl_tl_addr, 
          input [63:0] dl_tl_data,
          output reg tlxr_srq_wr,
          output reg tlxr_srq_wr_p,
          output reg [2:0] tlxr_srq_ptr,
          output reg [63:0] tlxr_srq_addr,
          output reg tlxr_wdf_wr,
          output reg tlxr_wdf_wr_p,
          output reg [2:0] tlxr_wdf_ptr,
          output reg [63:0] tlxr_wdf_data);
  reg [2:0] wptr,nptr;
  reg wr;
  reg [63:0] addr;
  reg [63:0] data;
  always @(posedge clk) begin
    wr <= (dl_tl_cmd==1);
    if ( dl_tl_cmd == 1 ) begin  
      wptr <= nptr;
      nptr = nptr + 1;
      data <= dl_tl_data;
      addr <= dl_tl_addr;
    end
    tlxr_srq_wr <= wr;
    tlxr_srq_ptr <= wptr;
    tlxr_srq_addr <= addr;
    tlxr_wdf_wr <= wr;
    tlxr_wdf_ptr <= wptr;
    tlxr_wdf_data <= data;
    tlxr_wdf_wr_p <= ^{tlxr_wdf_wr, tlxr_wdf_ptr};
  end
  always @(negedge rstn) begin
    wptr = 1; nptr = 1;
  end
endmodule
--- design/flow/run.sh ---
#!/bin/bash
# OpenROAD 26Q1-2900-gdf79404cd8, Yosys 0.63+post, stock flow scripts
make -C /OpenROAD-flow-scripts/flow DESIGN_CONFIG=/design/flow/config.mk WORK_HOME=/design/flow/orfs finish
==> results.tsv <==
metric	value	unit
slowest stage delay, CP	0.32	ns
number of buffers created by CTS	26	
PortBufs	261	
final max-slew violation count	0	
Setup Viol. Count Final	131	
maximum VDD drop	973.9	uV
critical path arrival	1.03	ns
largest net degree at the start of global routing	31	
drt first pass iters	4	
outcome	finished, violations left	
Min-Delay Path Class	in -> reg	
Mapped Cells	272	
total of max-cap violations	0	
post-DP HPWL	8848	um
core area	21220	um^2
OpenROAD warnings	30	
WHS	0.2557	ns
DIE HEIGHT	149.8	um
placed cells	818	
die area	22430	um^2
RSZ-0062 raised after global routing	yes	
final global-route overflow total	0	
clk root buf	clkbuf_16	
Cell Count, Final, Fillers Out	869	
worst reg-to-reg setup slack	0.47	ns
CTS Sinks	259	
worst-path cell chain	buf_6, buf_6	
Remaining DRCs	0	
ys flops	259	
# fillers	1806	
Rows	53	
Iteration-0 DRC Markers	89	
I/O Pins	270	
Yosys Chip Area	6550	um^2
# Cells Yosys	272	
r2r startpoint	tlxr_wdf_wr	
Via-to-Cell Ratio	3.740	
Post-synth seq share	98.72	%
CTS tree	yes	
vias in the first global route	3360	
routed len/inst	14.43	um
Leakage	3.916	nW
Layout area overhead	51.92	%
layout cells sized above 1	38.28	%
Total Power	20.99	mW
reg2reg end	tlxr_wdf_wr_p	
most used cell, CP	buf_6	
Detail Route Antenna Nets	0	
Worst R2R Path Depth	3	
CTS clk-pin slew, worst paths	0.06	ns
Ys Warns	14	
Logic area	46.29	um^2
crit start category	flop	
Storage cell area	6513	um^2
clk buf depth	3	
initial core utilization	30.87	%
mean post-synth cell area	24.08	um^2
Vias	3250	
Worst Slack Setup Final	-0.1498	ns
Final Skew	0.008660	ns
CTS H-tree depth	1	
Post-Route WL	12540	um
final hold vios	0	
crit path to	tlxr_wdf_wr	
Worst Path Max Fanout	2	
Crit. Startpoint	tlxr_wdf_wr	
CP endpoint kind	primary output	
Synth cell types	6	
initial antenna violation count	1	
Worst path slowest cell	dfxtp_2	
most frequent cells in the layout	130 x clkdlybuf4s50_1, 130 x buf_2, 128 x edfxtp_1	
Die W	149.8	um
wire length of the first global-routing pass	17930	um
critical path class	reg -> out	
failing checks	negative setup slack	
CP required	0.88	ns
routability congestion estimate	0.8163	
synthesized area	6550	um^2
total track usage	11.35	%
Cell Pwr Density	2110	nW/um^2
## worst max-delay path: cells and delay by family, from the launching register on
kind / cells / cell delay, ns
DFF: 1 / 0.32
buffers and inverters: 2 / 0.20
## where the power goes
part	leakage (nW)	internal [mW]	switching [mW]
sequential	2.31	10.8	0.144
combinational	1.15	0.648	0.238
clock	0.459	5.72	3.43
total	3.92	17.2	3.82
## how the worst min path moves through the flow
stage	start	to	slack, ns	cells past startpoint
CTS	dl_tl_addr[57]	addr[57]	0.23	1
global route	dl_tl_addr[4]	addr[4]	0.23	1
finish	dl_tl_addr[57]	addr[57]	0.26	1
## routing by layer
| metal | GRT usage (%) | vias to the layer above | wire, um |
|---|---|---|---|
| li1 | - | 1557 | - |
| met1 | 15.39 | 1484 | 4742 |
| met2 | 17.11 | 181 | 5778 |
| met3 | 5.373 | 28 | 1661 |
| met4 | 3.081 | 0 | 355 |
| met5 | 0 | - | 0 |
## cells in the mapped netlist (all sizes together)
cell type,number,area (um^2)
buf,8,60.06
inv,1,3.750
nor2b,2,12.51
edfxtp,128,3844
conb,2,7.510
dfxtp,131,2623
## cells by family after synthesis
logic type	count (synthesis)	share of synthesized area, %
simple gates	2	0.1910
other cells	2	0.1147
buf+inv	9	0.9742
flops	259	98.72
## timing repair
item | CTS | global route
gates cloned | 0 | 0
resized | 444 | 3
hold buffers | 0 | 0
buffers inserted | 1 | 1
endpoints found under the setup margin | 131 | 131
pin swaps | 0 | 0
## per-stage QoR
stage | instance area [um^2] | util, % | worst slack [ns] | TNS (ns)
after floorplan | 6576 | - | -1.476 | -188.94
after global placement | 9608 | 45.28 | -0.4731 | -56.11
after detailed placement | 9608 | 45.28 | -0.4751 | -56.73
after CTS | 9937 | 46.83 | -0.1767 | -8.008
after global routing | 9948 | 46.88 | -0.1919 | -10.39
final | 9951 | 46.89 | -0.1498 | -4.131
## flip-flops by register name, indices dropped and copies added, names as in the netlist
name / cells
addr: 64
tlxr_wdf_wr: 1
wr: 1
tlxr_wdf_wr_p: 1
data: 64
tlxr_wdf_data: 64
tlxr_srq_addr: 64
## cell type report
type | instances | area share, %
Timing Repair Buffer | 276 | 21.27
Inverter | 1 | 0.03772
Clock buffer | 36 | 7.532
Tap cell | 275 | 3.458
Clock inverter | 12 | 1.760
Sequential cell | 259 | 65.45
Antenna cell | 1 | 0.02515
Multi-Input combinational cell | 9 | 0.4652
Power figures rest on the tool's default switching activity, not on a simulated workload.
